**design/flow/design.v**
```verilog
module PC(
    input clk,
    input rst,
    input jump,
    input [31:0] ALU_result,
    output reg [31:0] pc,
    output wire [31:0] snpc
);
    wire [31:0] dnpc;
    assign snpc = pc + 4;
    assign dnpc = jump ? {ALU_result[31:1], 1'b0} : snpc;
    always @(posedge clk) begin
        if(rst) begin
            pc <= 32'h80000000;
        end
        else begin
            pc <= dnpc;
        end
    end
endmodule
```
**design/flow/constraint.sdc**
```tcl
current_design PC

set clk_period 6.0
set clk_io_pct 0.2

create_clock -name clk0 -period $clk_period [get_ports {clk}]

set non_clock_inputs [all_inputs -no_clocks]
set_input_delay [expr $clk_period * $clk_io_pct] -clock clk0 $non_clock_inputs
set_output_delay [expr $clk_period * $clk_io_pct] -clock clk0 [all_outputs]
```
**design/flow/run.sh**
```bash
#!/bin/bash
# OpenROAD 26Q1-2900-gdf79404cd8, Yosys 0.63+post, stock flow scripts
make -C /OpenROAD-flow-scripts/flow DESIGN_CONFIG=/design/flow/config.mk WORK_HOME=/design/flow/orfs finish
```
**design/flow/config.mk**
```make
export PLATFORM = sky130hd
export DESIGN_NAME = PC
export DESIGN_NICKNAME = PC
export VERILOG_FILES = /design/flow/design.v
export SDC_FILE = /design/flow/constraint.sdc
export NUM_CORES = 4
export LEC_CHECK = 1
export CORE_UTILIZATION = 40
```
==> out/qor.log <==
qor: critical_path.cp.arrival 2.77 ns
qor: clocking.tritoncts yes
qor: pwr.max-vdd-ir-drop 0.000128 V
qor: clocking.clk_latency 0.28 ns
qor: timing.setup_total_negative_slack 0 ns
qor: cells_and_area.layout-drive-gt1-share 4.26%
qor: critical_path.critical_path.startpoint pc[2]
qor: clocking.cts_inserted_buffers 5
qor: floorplanning.die_x 70.7 um
qor: cells_and_area.largest-register pc
qor: synth.yosysUniqueCellTypes 36
qor: synth.synth-seq-area-share 32.9%
qor: detailed_routing.antenna-diode-count 0
qor: cells_and_area.layout_top_cell clkdlybuf4s50_1
qor: timing.maxSlewHeadroom 65.8%
qor: detailed_routing.viasPerCell 5.62
qor: cells_and_area.stdcell_area 2950 um2
qor: critical_path.worst_r2r_path_depth 5
qor: detailed_routing.average_routed_wire_per_standard_cell 14.6 um
qor: pwr.powerDensity 185 nW/um2
qor: placement.dpl-instance-area 2850 um2
qor: pwr.share_clk_of_total_power 33.7%
qor: timing.rsz0062_at_grt no
qor: floorplanning.ioPinCount 99
qor: pwr.switching_share 24.8%
qor: cells_and_area.top_regs pc x31
qor: timing.maxSlewViolCount 0
qor: critical_path.slowest_stage or4_1
qor: detailed_routing.detailedRoute.firstPassIterationCount 22
qor: pwr.share_seq_of_total_power 44.4%
qor: placement.io_buffers 95
qor: floorplanning.chipArea 5000 um2
qor: placement.hpwl 4.04 mm
qor: floorplanning.rows 24
qor: detailed_routing.detail_route.wirelength 5.55 mm
qor: critical_path.timing.critical_path.to snpc[24]
qor: timing.fin_crit 3.97 ns
qor: synth.synth.ff_latch_count 31
qor: floorplanning.floorplanUtilization 42.5%
qor: critical_path.timing.critical_path.fanout_max 13
qor: synth.synth.avg_cell_area 7.93 um2
qor: global_routing.total_global_route_track_usage 22.3%
qor: global_routing.grt_max_degree 32
qor: detailed_routing.drt_iter0_markers 156
qor: critical_path.worst-endpoint-required 4.80 ns
qor: pwr.power.static_leakage 0.00111 uW
qor: critical_path.r2r_start pc[2]
qor: detailed_routing.drt_drc_violations_left 0
qor: floorplanning.core_area 4440 um2
qor: critical_path.critical_path.endpoint_type output pin
qor: timing.timing.fmax 252 MHz
qor: global_routing.antenna_found_initial 0
qor: timing.report.final.hold_viol_count 0
qor: placement.gp_congestion 0.863
qor: clocking.max-clock-path-buffers 2
qor: global_routing.grt_overflow_total 0
qor: critical_path.reg2reg_setup_slack 3.69 ns
qor: timing.skew 0.00480 ns
qor: pwr.pwr-share-comb 21.9%
qor: synth.top_cells_by_area_in_the_synthesized_netlist dfxtp_1 33%, a311oi_1 6.5%, nand2_1 6.2%
qor: flow_run.max_cap_viol_count 0
qor: detailed_routing.routed-via-count 2143
qor: timing.max_slew.worst_pin.slew 0.508 ns
qor: critical_path.crit_path_cell_trace ha_1 > and3_1 > nand4_2 > or4_1 > nand2_1 > clkdlybuf4s50_1
qor: synth.synthDominantCellAreaShare 32.9%
qor: worst_hold_path.holdCritStartpoint pc[1]
qor: synth.synthCells 238
qor: synth.synthesis.area 1890 um2
qor: critical_path.capture_point_of_the_worst_reg_to_reg_path pc[24]
qor: clocking.clock_tree.htree_level_count 2
qor: pwr.power_switching 135 uW
qor: cells_and_area.largest_register_ffs 31
qor: outcome.outcome completed
qor: cells_and_area.layout-area-overhead-vs-synth 56.0%
qor: timing.setup_viol_count_final 0
qor: critical_path.criticalPathCategory reg2out
qor: global_routing.vias_in_the_first_global_route 1891
qor: timing.period_used_share 66.2%
qor: synth.yosys_cells 238
qor: global_routing.first_pass_grt_wire_length 8.91 mm
qor: clocking.ctsResizeCount 0
qor: clocking.post-cts-setup-buffers 0
qor: detailed_routing.ant_nets_after_route 0
qor: synth.netlist.top_cell.by_area dfxtp_1
qor: pwr.cellInternalPower 410 uW
qor: critical_path.worst_path_largest_cell_delay 0.57 ns
qor: floorplanning.height_of_the_die 70.7 um
qor: synth.synth.yosys.chip_area 1890 um2
qor: cells_and_area.fin_util 66.3%
qor: critical_path.cp-start-kind flip-flop
qor: clocking.number_of_sinks_on_the_clock_net 31
qor: flow_run.tool_warnings 27
qor: worst_hold_path.timing.hold.worst_path_depth 2
qor: clocking.clk_transition_reported_paths 0.06 ns
qor: cells_and_area.final_layout_top_logic_cells 95 x clkdlybuf4s50_1, 31 x nand2_1, 31 x dfxtp_1, 21 x nor2_1, 16 x nand3_1
qor: worst_hold_path.hold_class reg2reg
qor: clocking.hold_buffers 0
qor: synth.synth.yosys.warnings 1
qor: clocking.cts.root.buffer_cell clkbuf_8
[stage by stage]
stage               setup WS [ns]  hold WS, ns  total power [uW]  cells
global placement             2.35        0.498               365    373
floorplan                    3.19        0.462               278    239
global route                 1.83        0.577               573    381
CTS                          2.02        0.524               549    381
detailed placement           2.32        0.509               365    373
finish                       2.03        0.519               545    381
[cell type report]
class	count	area (um2)
Clock buffer	8	100
Timing Repair Buffer	98	973
Fill cell	369	1500
Multi-Input combinational cell	185	1160
Sequential cell	31	621
Inverter	7	26.3
Tap cell	52	65.1
[power by group through the flow]
stage / registers (uW) / clock network [uW] / logic (uW)
5_1_grt: 245 / 197 / 131
4_1_cts: 241 / 186 / 121
6_report: 242 / 184 / 119
[Yosys cell counts]
library cell,count
and4_2,1
o211a_1,3
clkbuf_1,7
a21oi_1,5
nand4_1,7
ha_1,1
dfxtp_1,31
o32ai_1,1
nand2b_1,3
conb_1,1
o21ai_0,7
xor2_1,3
a211oi_1,2
a31oi_1,1
inv_1,7
nor4_1,3
o31ai_1,10
o41a_1,1
xnor2_1,10
nor2_1,21
and4_4,1
nand2_1,31
and4_1,3
buf_1,1
nor3_1,4
nand4_2,1
a311oi_1,14
and3_1,5
mux2i_1,2
buf_2,2
buf_4,6
o21a_1,10
nand4_4,1
nand3_1,16
or4_1,10
or3_1,6
[cell families (layout without fill, tap and decap cells)]
kind of cell / count (synthesis) / in the layout / synth area share [%]
buffers and inverters: 23 / 113 / 5.90
AND/OR/NAND/NOR: 113 / 113 / 31.9
XOR/XNOR: 13 / 13 / 6.03
multiplexers: 2 / 2 / 1.06
adder cells (fa/ha/maj): 1 / 1 / 0.663
other: 1 / 2 / 0.199
AND-OR/OR-AND: 54 / 54 / 21.4
flip-flops: 31 / 31 / 32.9
[critical path, delay by kind of cell, from the launching register on]
kind	cells	cell delay (ns)
flip-flops	1	0.47
AND/OR/NAND/NOR	4	1.27
adder cells (fa/ha/maj)	1	0.29
buffers and inverters	1	0.47
[how the worst min path moves through the flow]
stage | to | slack, ns
final | pc[1] | 0.52
after global routing | pc[1] | 0.58
after CTS | pc[1] | 0.52
[layer usage]
layer	part of all wire, %	global-route usage, %
met5	0	0
met4	0.34	2.00
met3	9.7	6.07
met2	46	36.5
met1	44	31.5
Power and IR drop assume default switching activity.
