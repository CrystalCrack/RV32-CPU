$ cat flow/run.sh
#!/bin/bash
# OpenROAD 26Q1-2900-gdf79404cd8, Yosys 0.63+post, stock flow scripts
make -C /OpenROAD-flow-scripts/flow DESIGN_CONFIG=/design/flow/config.mk WORK_HOME=/design/flow/orfs finish
$ cat flow/config.mk
export PLATFORM = sky130hd
export DESIGN_NAME = ALU
export DESIGN_NICKNAME = ALU
export VERILOG_FILES = /design/flow/design.v
export SDC_FILE = /design/flow/constraint.sdc
export NUM_CORES = 4
export LEC_CHECK = 1
export CORE_UTILIZATION = 30
$ cat flow/constraint.sdc
current_design ALU

set clk_period 18.0
set clk_io_pct 0.2

create_clock -name clk0 -period $clk_period

set non_clock_inputs [all_inputs -no_clocks]
set_input_delay [expr $clk_period * $clk_io_pct] -clock clk0 $non_clock_inputs
set_output_delay [expr $clk_period * $clk_io_pct] -clock clk0 [all_outputs]
$ cat flow/design.v
module ALU(
    input [2:0] mode,
    input [31:0] A,
    input [31:0] B,
    input Cin,
    output zero,
    output wire overflow,
    output wire Cout,
    output wire [31:0] result
);
    wire add_overflow, sub_overflow;
    wire add_Cout, sub_Cout;
    wire [31:0] add_result, sub_result;
    assign zero = ~(|result);
    adder adder_inst(
        .A(A),
        .B(B),
        .Cin(Cin),
        .sum(add_result),
        .Cout(add_Cout),
        .overflow(add_overflow)
    );
    adder sub_inst(
        .A(A),
        .B(~B),
        .Cin(1),
        .sum(sub_result),
        .Cout(sub_Cout),
        .overflow(sub_overflow)
    );
    assign Cout = mode == 3'b000 ? add_Cout :
                  mode == 3'b001 ? sub_Cout : 1'b0;
    wire [32:0] out;
    MuxKeyWithDefault #(8, 3, 33) u_MuxKeyWithDefault(
        .out         	(out          ),
        .key         	(mode          ),
        .default_out 	(33'b0  ),
        .lut         	({3'b000, add_overflow, add_result,
                          3'b001, sub_overflow, sub_result,
                          3'b010, 1'b0, $signed(A)>>>B[4:0],
                          3'b011, 1'b0, A&B,
                          3'b100, 1'b0, A|B,
                          3'b101, 1'b0, A^B,
                          3'b110, 1'b0, A<<B[4:0],
                          3'b111, 1'b0, A>>B[4:0]
                        })
    );
    assign {overflow, result} = out;
endmodule
module adder(
    input [31:0] A,
    input [31:0] B,
    input Cin,
    output [31:0] sum,
    output Cout,
    output overflow
);
    assign {Cout, sum} = A + B + {31'b0,Cin};
    assign overflow = (A[31]&B[31]&~sum[31]) | (~A[31]&~B[31]&sum[31]);
endmodule
module MuxKeyInternal #(NR_KEY = 2, KEY_LEN = 1, DATA_LEN = 1, HAS_DEFAULT = 0) (
  output reg [DATA_LEN-1:0] out,
  input [KEY_LEN-1:0] key,
  input [DATA_LEN-1:0] default_out,
  input [NR_KEY*(KEY_LEN + DATA_LEN)-1:0] lut
);
  localparam PAIR_LEN = KEY_LEN + DATA_LEN;
  wire [PAIR_LEN-1:0] pair_list [NR_KEY-1:0];
  wire [KEY_LEN-1:0] key_list [NR_KEY-1:0];
  wire [DATA_LEN-1:0] data_list [NR_KEY-1:0];
  genvar n;
  generate
    for (n = 0; n < NR_KEY; n = n + 1) begin
      assign pair_list[n] = lut[PAIR_LEN*(n+1)-1 : PAIR_LEN*n];
      assign data_list[n] = pair_list[n][DATA_LEN-1:0];
      assign key_list[n]  = pair_list[n][PAIR_LEN-1:DATA_LEN];
    end
  endgenerate
  reg [DATA_LEN-1 : 0] lut_out;
  reg hit;
  integer i;
  always @(*) begin
    lut_out = 0;
    hit = 0;
    for (i = 0; i < NR_KEY; i = i + 1) begin
      lut_out = lut_out | ({DATA_LEN{key == key_list[i]}} & data_list[i]);
      hit = hit | (key == key_list[i]);
    end
    if (!HAS_DEFAULT) out = lut_out;
    else out = (hit ? lut_out : default_out);
  end
endmodule
module MuxKeyWithDefault #(NR_KEY = 2, KEY_LEN = 1, DATA_LEN = 1) (
  output [DATA_LEN-1:0] out,
  input [KEY_LEN-1:0] key,
  input [DATA_LEN-1:0] default_out,
  input [NR_KEY*(KEY_LEN + DATA_LEN)-1:0] lut
);
  MuxKeyInternal #(NR_KEY, KEY_LEN, DATA_LEN, 1) i0 (out, key, default_out, lut);
endmodule
==> reports/qor.txt <==
Post-route DRC -> 0
Area Overhead vs Synth -> 12.84%
Status -> complete, no violations
First-pass iteration count of the detailed router -> 6
Unrepaired setup endpoints after global routing -> no
Crit-path cells -> clkdlybuf4s50_1 -> fa_1 -> fa_1 -> nand3_1 -> a211oi_1 -> nor3_1 -> nor3_1 -> mux2i_1 -> a211o_1 -> or4b_2 -> nor4_1 -> and4_1 -> and3b_1 -> clkdlybuf4s50_1
Cycle use final -> 0.7061
Min cycle time layout -> 12.71 ns
Clock power share -> 0
Peak per-stage delay on the critical path -> 0.72 ns
Yosys synthesis chip area -> 9651 um^2
Hold Vio Cnt, Final -> 0
Crit-path max FO -> 8
Global-route usage over all layers -> 0.3123
Dpl cells -> 1,842
Vias/cell -> 6.495
Seq share, synth -> 0
Comb pwr share -> 1.000
Core area -> 31,640 um^2
Net Switching -> 233.5 uW
Port buffer count -> 103
Detailed Place HPWL -> 40.27 mm
First-pass GRT wire length -> 75.75 mm
Routed WL -> 51.57 mm
Mapped Area -> 9651 um^2
# Cells Yosys -> 1,414
Die area -> 32,890 um^2
# setup viols final -> 0
CP max stage cell -> nor3_1
Max Clk Rate -> 0.07867 GHz
Io pins -> 103
FF+latch area -> 0 um^2
Pleak -> 0.004440 uW
Max VDD drop -> 0.01779 mV
Required @ worst endpoint -> 14.40 ns
Total setup buffers inserted after CTS -> 0
Num rows -> 65
CP Class -> in2out
Clk_buf instances -> 0
Fin. max-slew vios -> 0
CP Capture Type -> output pin
Most frequent cells in the layout -> nand2_1, a21oi_1, nor2_1, ha_1, clkdlybuf4s50_1
Placer Congestion -> 1.059
Initial DRC count -> 1,368
Finished Cell Area -> 10,890 um^2
Pint -> 146.0 uW
Crit path DAT -> 9.11 ns
Finished Layout Cells -> 1,842
Hold buffers post-CTS -> 0
Total Negative Setup Slacks -> 0 ns
Worst slew pin tran -> 1.043 ns
Distinct lib cells -> 84
Largest net degree at the start of global routing -> 56
Fp_density -> 0.3050
Registers -> 0
Total number of vias -> 11,963
Antenna violations before repair -> 0
DRT antenna net count -> 0
GRT overflow -> 0
Height of the die -> 181.4 um
P per Cell Area -> 34.86 nW/um^2
Proportion of layout cells with a drive suffix above 1 -> 0.07361
Post-synthesis area per instance -> 6.825 um^2
Antenna cells -> 0
Seq pwr share -> 0
Sw Share -> 0.6152
Max-slew headroom -> 0.2866
Die span in x -> 181.4 um
Highest-count logic cell in the final layout -> nand2_1
Max-Cap Viols -> 0
Startpoint Class -> input pin
Synth Instances -> 1,414
Post-CTS resize count -> 0
Vias in the first global route -> 11,382
DR WL/cell -> 27.99 um
DP Area -> 10,890 um^2
Tool warnings -> 108
Min-delay worst type -> in2out
Ys Warns -> 2
## logic make-up after synthesis
family                   synth area share
AND-OR/OR-AND                      0.3626
XOR/XNOR                          0.01634
adder cells (fa/ha/maj)            0.1462
buffers and inverters             0.09089
multiplexers                       0.1636
AND/OR/NAND/NOR                    0.2203
## worst max-delay path: cells and delay by family
| family | cells | cell delay (ns) |
|---|---|---|
| AOI/OAI and AO/OA | 2 | 0.43 |
| muxes | 1 | 0.17 |
| adders and majority gates | 2 | 1.01 |
| buffers and inverters | 2 | 1.04 |
| and+or+nand+nor | 7 | 2.85 |
## through the flow
stage / worst slack (ns) / hold WS (ns) / utilization / total power (uW)
after global placement: 5.326 / 8.481 / 0.3442 / 371.1
final: 5.289 / 8.495 / 0.3442 / 379.6
after CTS: 5.372 / 8.485 / 0.3442 / 369.9
after global routing: 4.991 / 8.541 / 0.3442 / 404.1
after floorplan: 7.050 / 7.441 / - / 222.5
after detailed placement: 5.383 / 8.477 / 0.3442 / 367.5
## power by group through the flow
stage	registers, uW	clock network, uW	logic, uW
4_1_cts	0	0	370
5_1_grt	0	0	404
6_report	0	0	380
## path summary, 6_finish.rpt
path / slack, ns / startpoint / endpoint / cells after the start
max: 5.29 / A[0] / zero / 14
min: 8.50 / B[31] / overflow / 5
## Yosys cell counts (all sizes together) (27+ instances only)
cell      n  area [um^2]
mux4     27        608.1
ha      108         1351
a211oi   29        217.7
o22ai    38        237.7
clkbuf   54        202.7
nor3     41        205.2
mux2i    67        670.6
inv      95        356.6
nand2   137        514.2
a21oi   120        600.6
nand3    40        200.2
nor2    119        446.7
o21ai    73        365.3
buf      54        317.8
## cell type report
type               count  area, um^2
fillers             3390       20750
inverters             95       356.6
repair buffers       134        1246
multi-input cells   1211        8783
well taps            402       503.0
## layer usage
| layer | global-route usage | routed length, um |
|---|---|---|
| met4 | 0.1454 | 2787 |
| met2 | 0.4808 | 22690 |
| met3 | 0.04742 | 4172 |
| met1 | 0.4304 | 21920 |
| met5 | 0.004444 | 0 |
Power and IR drop assume default switching activity.
